===== /design/flow/design.v =====
`timescale 1ns / 1ps
module bitonic_sorter (
    input logic signed [31:0] array_i[8],
    output logic signed [31:0] array_o[8]
);
    logic signed [31:0]
        array_stage1[8], array_stage2[8], array_stage3[8], array_stage4[8], array_stage5[8];
    assign array_stage1[0] = (array_i[1] > array_i[0]) ? array_i[0] : array_i[1];
    assign array_stage1[1] = (array_i[1] > array_i[0]) ? array_i[1] : array_i[0];
    assign array_stage1[2] = (array_i[3] > array_i[2]) ? array_i[2] : array_i[3];
    assign array_stage1[3] = (array_i[3] > array_i[2]) ? array_i[3] : array_i[2];
    assign array_stage1[4] = (array_i[5] > array_i[4]) ? array_i[4] : array_i[5];
    assign array_stage1[5] = (array_i[5] > array_i[4]) ? array_i[5] : array_i[4];
    assign array_stage1[6] = (array_i[7] > array_i[6]) ? array_i[6] : array_i[7];
    assign array_stage1[7] = (array_i[7] > array_i[6]) ? array_i[7] : array_i[6];
    assign array_stage2[0] = (array_stage1[3] > array_stage1[0]) ? array_stage1[0] : array_stage1[3];
    assign array_stage2[3] = (array_stage1[3] > array_stage1[0]) ? array_stage1[3] : array_stage1[0];
    assign array_stage2[1] = (array_stage1[2] > array_stage1[1]) ? array_stage1[1] : array_stage1[2];
    assign array_stage2[2] = (array_stage1[2] > array_stage1[1]) ? array_stage1[2] : array_stage1[1];
    assign array_stage2[4] = (array_stage1[7] > array_stage1[4]) ? array_stage1[4] : array_stage1[7];
    assign array_stage2[7] = (array_stage1[7] > array_stage1[4]) ? array_stage1[7] : array_stage1[4];
    assign array_stage2[5] = (array_stage1[6] > array_stage1[5]) ? array_stage1[5] : array_stage1[6];
    assign array_stage2[6] = (array_stage1[6] > array_stage1[5]) ? array_stage1[6] : array_stage1[5];
    assign array_stage3[0] = (array_stage2[1] > array_stage2[0]) ? array_stage2[0] : array_stage2[1];
    assign array_stage3[1] = (array_stage2[1] > array_stage2[0]) ? array_stage2[1] : array_stage2[0];
    assign array_stage3[2] = (array_stage2[3] > array_stage2[2]) ? array_stage2[2] : array_stage2[3];
    assign array_stage3[3] = (array_stage2[3] > array_stage2[2]) ? array_stage2[3] : array_stage2[2];
    assign array_stage3[4] = (array_stage2[5] > array_stage2[4]) ? array_stage2[4] : array_stage2[5];
    assign array_stage3[5] = (array_stage2[5] > array_stage2[4]) ? array_stage2[5] : array_stage2[4];
    assign array_stage3[6] = (array_stage2[7] > array_stage2[6]) ? array_stage2[6] : array_stage2[7];
    assign array_stage3[7] = (array_stage2[7] > array_stage2[6]) ? array_stage2[7] : array_stage2[6];
    assign array_stage4[0] = (array_stage3[7] > array_stage3[0]) ? array_stage3[0] : array_stage3[7];
    assign array_stage4[7] = (array_stage3[7] > array_stage3[0]) ? array_stage3[7] : array_stage3[0];
    assign array_stage4[1] = (array_stage3[6] > array_stage3[1]) ? array_stage3[1] : array_stage3[6];
    assign array_stage4[6] = (array_stage3[6] > array_stage3[1]) ? array_stage3[6] : array_stage3[1];
    assign array_stage4[2] = (array_stage3[5] > array_stage3[2]) ? array_stage3[2] : array_stage3[5];
    assign array_stage4[5] = (array_stage3[5] > array_stage3[2]) ? array_stage3[5] : array_stage3[2];
    assign array_stage4[3] = (array_stage3[4] > array_stage3[3]) ? array_stage3[3] : array_stage3[4];
    assign array_stage4[4] = (array_stage3[4] > array_stage3[3]) ? array_stage3[4] : array_stage3[3];
    assign array_stage5[0] = (array_stage4[2] > array_stage4[0]) ? array_stage4[0] : array_stage4[2];
    assign array_stage5[2] = (array_stage4[2] > array_stage4[0]) ? array_stage4[2] : array_stage4[0];
    assign array_stage5[1] = (array_stage4[3] > array_stage4[1]) ? array_stage4[1] : array_stage4[3];
    assign array_stage5[3] = (array_stage4[3] > array_stage4[1]) ? array_stage4[3] : array_stage4[1];
    assign array_stage5[4] = (array_stage4[6] > array_stage4[4]) ? array_stage4[4] : array_stage4[6];
    assign array_stage5[6] = (array_stage4[6] > array_stage4[4]) ? array_stage4[6] : array_stage4[4];
    assign array_stage5[5] = (array_stage4[7] > array_stage4[5]) ? array_stage4[5] : array_stage4[7];
    assign array_stage5[7] = (array_stage4[7] > array_stage4[5]) ? array_stage4[7] : array_stage4[5];
    assign array_o[0] = (array_stage5[1] > array_stage5[0]) ? array_stage5[0] : array_stage5[1];
    assign array_o[1] = (array_stage5[1] > array_stage5[0]) ? array_stage5[1] : array_stage5[0];
    assign array_o[2] = (array_stage5[3] > array_stage5[2]) ? array_stage5[2] : array_stage5[3];
    assign array_o[3] = (array_stage5[3] > array_stage5[2]) ? array_stage5[3] : array_stage5[2];
    assign array_o[4] = (array_stage5[5] > array_stage5[4]) ? array_stage5[4] : array_stage5[5];
    assign array_o[5] = (array_stage5[5] > array_stage5[4]) ? array_stage5[5] : array_stage5[4];
    assign array_o[6] = (array_stage5[7] > array_stage5[6]) ? array_stage5[6] : array_stage5[7];
    assign array_o[7] = (array_stage5[7] > array_stage5[6]) ? array_stage5[7] : array_stage5[6];
endmodule

===== /design/flow/run.sh =====
#!/bin/bash
# OpenROAD 26Q1-2900-gdf79404cd8, Yosys 0.63+post, stock flow scripts
make -C /OpenROAD-flow-scripts/flow DESIGN_CONFIG=/design/flow/config.mk WORK_HOME=/design/flow/orfs finish

===== /design/flow/config.mk =====
export PLATFORM = sky130hd
export DESIGN_NAME = bitonic_sorter
export DESIGN_NICKNAME = bitonic_sorter
export VERILOG_FILES = /design/flow/design.v
export SDC_FILE = /design/flow/constraint.sdc
export NUM_CORES = 4
export LEC_CHECK = 1
export CORE_UTILIZATION = 40
export SYNTH_HDL_FRONTEND = slang

===== /design/flow/constraint.sdc =====
current_design bitonic_sorter

set clk_period 175.1
set clk_io_pct 0.2

create_clock -name clk0 -period $clk_period

set non_clock_inputs [all_inputs -no_clocks]
set_input_delay [expr $clk_period * $clk_io_pct] -clock clk0 $non_clock_inputs
set_output_delay [expr $clk_period * $clk_io_pct] -clock clk0 [all_outputs]

==> tab_implementation.tex <==
% Yosys + OpenROAD metrics
\begin{tabular}{lr}
\hline
Metric & Value \\
\hline
\multicolumn{2}{l}{\textbf{Run status}} \\
\quad Result of the run & completed \\
\multicolumn{2}{l}{\textbf{Pwr}} \\
\quad Power per unit of standard cell area & 260.6 nW/um\^{}2 \\
\quad Switching power of the nets & approximately 5.6 mW \\
\quad Switching fraction of total power & 0.4857 \\
\quad IR drop worst, VDD & 0.3616 mV \\
\quad Cell leakage power & 24.07 nW \\
\quad Internal power & roughly 6.0 mW \\
\multicolumn{2}{l}{\textbf{Synth}} \\
\quad Post-Syn Area per Cell & approximately 7.4 sq um \\
\quad Yosys Instances & 5170 \\
\quad Sequential fraction of the synthesis area & 0 \\
\quad Area figure in the yosys stat output & 38100 sq um \\
\quad Synthesized area & 38100 sq um \\
\quad Post-synthesis instance total & 5170 \\
\quad Distinct cell type count of the synthesized netlist & just over 100 \\
\quad Warnings, synthesis & 0 \\
\multicolumn{2}{l}{\textbf{Final timing}} \\
\quad Final period demand of the worst path & 94400 ps \\
\quad Number of max-slew violations in the final report & 0 \\
\quad Worst-Margin Slew & 1075 ps \\
\quad Hold violation count in the final report & 0 \\
\quad Post-layout period usage & 0.5391 \\
\quad Worst hold margin & 72110 ps \\
\quad RSZ-0062 raised after global routing & no \\
\quad Peak clock frequency supported by timing & 0.01059 GHz \\
\quad Fin worst setup slack & between 80000 and 90000 ps \\
\quad Slew Limit Headroom & 0.2627 \\
\quad Sum of negative setup slack & 0 ps \\
\quad Number of setup violations in the final report & 0 \\
\multicolumn{2}{l}{\textbf{Clocking}} \\
\quad Quantity of hold-fixing buffers added after cts & 0 \\
\quad Post-CTS Repair Setup Buffers & 0 \\
\quad Post-CTS resize count & 0 \\
\multicolumn{2}{l}{\textbf{Detailed routing}} \\
\quad Total wire length & 155100 um \\
\quad Detailed-routing iteration count for the pre-antenna-repair pass & 7 \\
\quad DRC errors left & 0 \\
\quad Drt via density & 5.618 \\
\quad Final routed wire length divided by cell count & 22.85 um \\
\quad 1st-iter DRT viols & between 2000 and 3000 \\
\quad Total via count in the routed design & 38140 \\
\quad Antenna violation net count after detailed routing & 0 \\
\multicolumn{2}{l}{\textbf{Final layout}} \\
\quad Number of non-filler instances in the completed layout & 6790 \\
\quad Share of the core filled with cells & 0.4732 \\
\quad Total area of multi-input combinational cells & 34370 sq um \\
\quad Tally of filler cells in the layout & 9335 \\
\quad Sequential cell count & 0 \\
\quad Clkbuf count & 0 \\
\quad FF/Latch Area & 0 sq um \\
\quad Ratio of cells with drive above 1 in the final layout & 0.02891 \\
\quad Synth-to-Final Area Change & 16.62\% \\
\multicolumn{2}{l}{\textbf{Global route}} \\
\quad Gr busiest metal & met2 \\
\quad Vias in the first global route & 35260 \\
\quad Met1 Usage GRT & 0.4183 \\
\quad First-pass GRT wire length & 224200 um \\
\quad Initial antenna violation count & 4 \\
\quad Global-route usage over all layers & 0.3127 \\
\quad Met3 capacity usage during global routing & 0.02803 \\
\quad Pin count of the biggest net entering global routing & $\sim$67 \\
\quad Met2 track demand over resource & 0.5177 \\
\quad Total congestion overflow after global routing & 0 \\
\multicolumn{2}{l}{\textbf{Die}} \\
\quad Placeable core region & 93890 sq um \\
\quad Floorplan Utilization & 0.4058 \\
\quad Overall die width & 310.6 um \\
\quad Number of ports placed on the die boundary & around 510 \\
\quad Cell row count & about 110 \\
\quad Die area & 96480 sq um \\
\quad Die H & 310.6 um \\
\multicolumn{2}{l}{\textbf{Flow run}} \\
\quad Tally of OpenROAD warnings & 32 \\
\quad Reported max-cap violation count & 0 \\
\multicolumn{2}{l}{\textbf{Placed design}} \\
\quad Number of port buffers & 512 \\
\quad Post-Place Worst Slack & between 80000 and 90000 ps \\
\quad Weighted congestion reported at the end of routability-driven placement & 1.098 \\
\quad Placed cells & $\sim$6800 \\
\quad HPWL Detailed & around 140000 um \\
\multicolumn{2}{l}{\textbf{Critical path}} \\
\quad Kind of critical path & input port to output pin \\
\quad Kind of capture point of the worst setup path & output pin \\
\quad CP arrival & roughly 60000 ps \\
\quad Slowest cell on the critical path & sky130\_fd\_sc\_hd\_\_a2111oi\_0 \\
\quad Crit-path max cell delay & 790 ps \\
\quad CP Launch Type & input port \\
\quad Worst path required time & 140080 ps \\
\quad Maximum fanout encountered on the critical timing path & between 40 and 50 \\
\quad Most frequent cell on the critical path & sky130\_fd\_sc\_hd\_\_a21oi\_1 \\
\multicolumn{2}{l}{\textbf{Hold path}} \\
\quad Hold Crit Class & input port to output pin \\
\hline
\end{tabular}
[metal layers]
layer  share of wire  up-vias
li1                -    19370
met1            0.43    17300
met2            0.46     1248
met3           0.057      225
met4           0.048        0
met5               0        -
[path summary, 6_finish.rpt]
kind / end / start / slack (ps) / depth (start not counted)
worst min-delay path: array_o[203] / array_i[11] / 72110 / 8
worst max-delay path: array_o[145] / array_i[191] / 80700 / 96
[critical path: cells and delay by family]
| family | cells | cell delay (ps) |
|---|---|---|
| AND-OR/OR-AND | 43 | 10250 |
| XOR/XNOR | 1 | 150 |
| adder cells (fa/ha/maj) | 6 | 2110 |
| buffers and inverters | 14 | 5530 |
| multiplexers | 5 | 2340 |
| AND/OR/NAND/NOR | 27 | 3750 |
[cells by family (layout without fill, tap and decap cells)]
logic type / count (synthesis) / after routing / share of synthesized area
muxes: 1236 / 1236 / 0.3256
and+or+nand+nor: 1123 / 1123 / 0.1498
AOI/OAI and AO/OA: 1056 / 1056 / 0.1712
buffers and inverters: 984 / 1349 / 0.1028
adders and majority gates: 748 / 748 / 0.2453
xor gates and xnor gates: 23 / 23 / 0.005288
other: 0 / 1 / 0
[cells in the mapped netlist (7+ instances only)]
cell | instances | area share
sky130_fd_sc_hd__nand3_1 | 80 | 0.011
sky130_fd_sc_hd__o221ai_1 | 7 | 0.0016
sky130_fd_sc_hd__buf_6 | 21 | 0.0062
sky130_fd_sc_hd__inv_1 | 780 | 0.077
sky130_fd_sc_hd__o311ai_0 | 7 | 0.0016
sky130_fd_sc_hd__o211ai_1 | 26 | 0.0051
sky130_fd_sc_hd__a221o_1 | 7 | 0.0018
sky130_fd_sc_hd__a21o_1 | 137 | 0.027
sky130_fd_sc_hd__buf_2 | 25 | 0.0033
sky130_fd_sc_hd__nor2_1 | 384 | 0.038
sky130_fd_sc_hd__a31oi_1 | 11 | 0.0018
sky130_fd_sc_hd__and3_1 | 18 | 0.0030
sky130_fd_sc_hd__a21oi_1 | 521 | 0.068
sky130_fd_sc_hd__o21a_1 | 21 | 0.0041
sky130_fd_sc_hd__clkbuf_1 | 104 | 0.010
sky130_fd_sc_hd__mux2i_1 | 1216 | 0.32
sky130_fd_sc_hd__nand4_1 | 154 | 0.025
sky130_fd_sc_hd__o31a_1 | 10 | 0.0023
sky130_fd_sc_hd__or2_2 | 7 | 0.0011
sky130_fd_sc_hd__xnor2_1 | 13 | 0.0030
sky130_fd_sc_hd__nor4_1 | 14 | 0.0023
sky130_fd_sc_hd__buf_4 | 9 | 0.0018
sky130_fd_sc_hd__nand2b_1 | 92 | 0.015
sky130_fd_sc_hd__a21oi_2 | 8 | 0.0018
sky130_fd_sc_hd__nor2b_1 | 97 | 0.016
sky130_fd_sc_hd__o21ai_1 | 13 | 0.0017
sky130_fd_sc_hd__nand2_1 | 142 | 0.014
sky130_fd_sc_hd__and2_1 | 20 | 0.0033
sky130_fd_sc_hd__o22ai_1 | 9 | 0.0015
sky130_fd_sc_hd__buf_1 | 45 | 0.0044
sky130_fd_sc_hd__nor3_1 | 48 | 0.0063
sky130_fd_sc_hd__o21ai_0 | 148 | 0.019
sky130_fd_sc_hd__ha_1 | 742 | 0.24
sky130_fd_sc_hd__or3_1 | 10 | 0.0016
sky130_fd_sc_hd__xor2_1 | 10 | 0.0023
sky130_fd_sc_hd__a211oi_1 | 21 | 0.0041
sky130_fd_sc_hd__a2111oi_0 | 10 | 0.0023
sky130_fd_sc_hd__and4_1 | 16 | 0.0037
sky130_fd_sc_hd__mux2_2 | 18 | 0.0053
[power by group through the flow]
stage         Combinational [mW]  Clock (mW)  Sequential, mW
CTS                         11.5           0               0
global route                12.4           0               0
[placed cells by master (no fill, tap or decap), types with 92 or more instances in the layout]
master                            count
sky130_fd_sc_hd__mux2i_1           1216
sky130_fd_sc_hd__inv_1              780
sky130_fd_sc_hd__ha_1               742
sky130_fd_sc_hd__a21oi_1            520
sky130_fd_sc_hd__clkdlybuf4s50_1    512
sky130_fd_sc_hd__nor2_1             382
sky130_fd_sc_hd__nand4_1            154
sky130_fd_sc_hd__o21ai_0            148
sky130_fd_sc_hd__nand2_1            139
sky130_fd_sc_hd__a21o_1             137
sky130_fd_sc_hd__nor2b_1             97
sky130_fd_sc_hd__nand2b_1            92
[cell type report]
type | count | share of cell area
Tap cell | 1254 | 0.03532
Antenna cell | 1 | 0.00005633
Multi-Input combinational cell | 4186 | 0.7737
Timing Repair Buffer | 569 | 0.1250
Inverter | 780 | 0.06590
[metrics by stage]
step	power (mW)	area (sq um)
floorplan	6.001	38100
global placement	11.40	44420
detailed placement	11.37	44420
CTS	11.47	44420
global route	12.40	44420
finish	11.58	44430
Power figures rest on the tool's default switching activity, not on a simulated workload.
